===== flow/run.sh =====
#!/bin/bash
# OpenROAD 26Q1-2900-gdf79404cd8, Yosys 0.63+post, stock flow scripts
make -C /OpenROAD-flow-scripts/flow DESIGN_CONFIG=/design/flow/config.mk WORK_HOME=/design/flow/orfs finish

===== flow/config.mk =====
export PLATFORM = sky130hd
export DESIGN_NAME = mips
export DESIGN_NICKNAME = mips
export VERILOG_FILES = /design/flow/design.v
export SDC_FILE = /design/flow/constraint.sdc
export NUM_CORES = 4
export LEC_CHECK = 1
export CORE_UTILIZATION = 30

===== flow/constraint.sdc =====
current_design mips

set clk_period 9.2
set clk_io_pct 0.2

create_clock -name clk0 -period $clk_period [get_ports {clk}]

set non_clock_inputs [all_inputs -no_clocks]
set_input_delay [expr $clk_period * $clk_io_pct] -clock clk0 $non_clock_inputs
set_output_delay [expr $clk_period * $clk_io_pct] -clock clk0 [all_outputs]

===== flow/design.v =====
module controller (
    input                               clk                        ,
    input                               reset                      ,
    input              [   5:0]         op                         , 
    input              [   5:0]         funct                      ,
    input                               zero                       , 
    output wire                         pcen                       ,
    output reg         [   1:0]         pcsrc                      ,
    output reg                          iord                       ,
    output reg                          memwrite                   , 
    output reg         [   3:0]         irwrite                    ,
    output reg                          regdst                     ,
    output reg                          memtoreg                   ,
    output reg                          regwrite                   , 
    output reg                          alusrca                    ,
    output reg         [   1:0]         alusrcb                    ,
    output reg         [   2:0]         alucontrol                  
);
reg                                     pcwrite, branch            ;
reg                    [   1:0]         aluop                      ;
assign pcen = pcwrite|(branch&zero);
localparam                              LB = 6'b100000             ;
localparam                              SB = 6'b101000             ;
localparam                              RTYPE = 6'b000000          ;
localparam                              BEQ = 6'b000100            ;
localparam                              ADDI = 6'b001000           ;
localparam                              J = 6'b000010              ;
localparam                              FETCH0 = 4'b0000           ;
localparam                              FETCH1 = 4'b0001           ;
localparam                              FETCH2 = 4'b0011           ;
localparam                              FETCH3 = 4'b0010           ;
localparam                              DECODE = 4'b0110           ;
localparam                              MEMADDR = 4'b0111          ;
localparam                              EXE = 4'b0101              ;
localparam                              EXEI = 4'b0100             ;
localparam                              BRACOM = 4'b1100           ;
localparam                              JUMCOM = 4'b1101           ;
localparam                              MEMLB = 4'b1111            ;
localparam                              MEMSB = 4'b1110            ;
localparam                              EXECOM = 4'b1010           ;
localparam                              EXEICOM = 4'b1011          ;
reg                    [   3:0]         state                      ;
reg                    [   3:0]         nextstate                  ;
always @(posedge clk or posedge reset) begin
    if (reset) begin
        state <= FETCH0;
    end
    else begin
        state <= nextstate;
    end
end
always @(*) begin
    case (state)
        FETCH0: nextstate = FETCH1;
        FETCH1: nextstate = FETCH2;
        FETCH2: nextstate = FETCH3;
        FETCH3: nextstate = DECODE;
        DECODE: case (op)
            LB:     nextstate = MEMADDR;
            SB:     nextstate = MEMADDR;
            RTYPE:  nextstate = EXE;
            ADDI:   nextstate = EXEI;
            BEQ:    nextstate = BRACOM;
            J:      nextstate = JUMCOM;
            default: nextstate = FETCH0;                             
        endcase
        MEMADDR: case (op)
            LB:     nextstate = MEMLB;
            SB:     nextstate = MEMSB;
            default: nextstate = FETCH0;                             
        endcase
        EXE: nextstate = EXECOM;
        EXEI: nextstate = EXEICOM;
        BRACOM: nextstate = FETCH0;
        JUMCOM: nextstate = FETCH0;
        MEMLB: nextstate = FETCH0;
        MEMSB: nextstate = FETCH0;
        EXECOM:  nextstate = FETCH0;
        EXEICOM: nextstate = FETCH0;
        default: nextstate = FETCH0;
    endcase
end
always @(posedge clk or posedge reset) begin
    if (reset) begin
        pcwrite <= 1'b1;
        branch <= 1'b0;
        pcsrc <= 2'b00;
        iord <= 1'b0;
        memwrite <= 1'b0;
        irwrite <= 4'b0001;
        regdst <= 1'b0;
        memtoreg <= 1'b0;
        regwrite <= 1'b0;
        alusrca <= 1'b0;
        alusrcb <= 2'b01;
        aluop <= 2'b0;
    end
    else begin
        case (nextstate)
            FETCH0: begin
                pcwrite <= 1'b1;
                branch <= 1'b0;
                pcsrc <= 2'b00;
                iord <= 1'b0;
                memwrite <= 1'b0;
                irwrite <= 4'b0001;
                regdst <= 1'b0;
                memtoreg <= 1'b0;
                regwrite <= 1'b0;
                alusrca <= 1'b0;
                alusrcb <= 2'b01;
                aluop <= 2'b0;
            end
            FETCH1: begin
                pcwrite <= 1'b1;
                alusrcb <= 2'b01;
                irwrite <= 4'b0010;                
            end
            FETCH2: begin
                pcwrite <= 1'b1;
                alusrcb <= 2'b01;
                irwrite <= 4'b0100;
            end
            FETCH3: begin
                pcwrite <= 1'b1;
                alusrcb <= 2'b01;
                irwrite <= 4'b1000;
            end
            DECODE: begin
                pcwrite <= 1'b0;
                irwrite <= 4'b0000;
                alusrcb <= 2'b11;
            end
            MEMADDR:begin
                alusrca <= 1'b1;
                alusrcb <= 2'b10;
                iord <= 1'b1;
            end
            EXE:begin
                alusrca <= 1'b1;
                alusrcb <= 2'b00;
                aluop <= 2'b10;
            end
            EXEI:begin
                alusrca <= 1'b1;
                alusrcb <= 2'b10;
                aluop <= 2'b00;
            end
            BRACOM: begin
                alusrca <= 1'b1;
                alusrcb <= 2'b00;
                aluop <= 2'b01;
                branch <= 1'b1;
                pcsrc <= 2'b01;
            end
            JUMCOM: begin
                pcsrc <= 2'b10;
                pcwrite <= 1'b1;
            end
            MEMLB:begin
                regwrite <= 1'b1;
                memtoreg <= 1'b1;
                regdst <= 1'b0;
            end
            MEMSB:begin
                memwrite <= 1'b1;
            end
            EXECOM:begin
                regdst <= 1'b1;
                regwrite <= 1'b1;
                memtoreg <= 1'b0;
            end
            EXEICOM:begin
                regdst <= 1'b0;
                regwrite <= 1'b1;
                memtoreg <= 1'b0;
            end
            default: begin
                pcwrite <= 1'b1;
                branch <= 1'b0;
                pcsrc <= 2'b00;
                iord <= 1'b0;
                memwrite <= 1'b0;
                irwrite <= 4'b0001;
                regdst <= 1'b0;
                memtoreg <= 1'b0;
                regwrite <= 1'b0;
                alusrca <= 1'b0;
                alusrcb <= 2'b01;
                aluop <= 2'b0;
            end
        endcase
    end
end
localparam                              ADD = 3'b010               ;
localparam                              SUB = 3'b110               ;
localparam                              AND = 3'b000               ;
localparam                              OR = 3'b001                ;
localparam                              SLT = 3'b111               ;
always @(*) begin
   case (aluop)
       2'b00: alucontrol = ADD;
       2'b01: alucontrol = SUB;
       2'b10: begin
           case(funct)
                6'b100000: alucontrol = ADD;
                6'b100010: alucontrol = SUB;
                6'b100100: alucontrol = AND;
                6'b100101: alucontrol = OR;
                6'b101010: alucontrol = SLT;
                default: alucontrol = ADD;
           endcase
       end
       default: alucontrol = ADD;
   endcase
end
endmodule
module datapath #(
    parameter WIDTH = 8,
    parameter REGBITS = 3
) (
    input                               clk                        ,
    input                               reset                      ,
    output             [WIDTH-1:0]      addr                       , 
    output             [WIDTH-1:0]      writedata                  ,
    input              [WIDTH-1:0]      memdata                    ,
    output             [  31:0]         instr                      , 
    output                              zero                       , 
    input                               pcen                       ,
    input              [   1:0]         pcsrc                      ,
    input                               iord                       ,
    input              [   3:0]         irwrite                    , 
    input                               regdst                     ,
    input                               memtoreg                   ,
    input                               regwrite                   , 
    input                               alusrca                    ,
    input              [   1:0]         alusrcb                    ,
    input              [   2:0]         alucontrol                  
);
wire                   [WIDTH-1:0]      pc, pcnext                 ;
wire                   [WIDTH-1:0]      data                       ;
wire                   [WIDTH-1:0]      rd1, rd2, rd1_lc, rd2_lc   ;
wire                   [REGBITS-1:0]    ra1, ra2, ra3              ;
wire                   [WIDTH-1:0]      rw3                        ;
wire                   [WIDTH-1:0]      srca, srcb                 ;
wire                   [WIDTH-1:0]      aluresult, aluout          ;
wire                   [WIDTH-1:0]      imm, immx4                 ;
assign writedata = rd2_lc;
assign imm = instr[WIDTH-1:0];
assign immx4 = {instr[WIDTH-3:0], 2'b00};
flopenr #(WIDTH) pc_ff(.clk(clk), .reset(reset), .en(pcen), .d_in(pcnext), .d_out(pc));
mux2 #(WIDTH)   addr_s(.s(iord), .d0(pc), .d1(aluout), .y(addr));
flopen #(WIDTH) ir0_ff(.clk(clk), .en(irwrite[0]), .d_in(memdata), .d_out(instr[7:0]));
flopen #(WIDTH) ir1_ff(.clk(clk), .en(irwrite[1]), .d_in(memdata), .d_out(instr[15:8]));
flopen #(WIDTH) ir2_ff(.clk(clk), .en(irwrite[2]), .d_in(memdata), .d_out(instr[23:16]));
flopen #(WIDTH) ir3_ff(.clk(clk), .en(irwrite[3]), .d_in(memdata), .d_out(instr[31:24]));
assign data = memdata;
mux2 #(REGBITS) ra3_s(.s(regdst), .d0(instr[REGBITS+15:16]),.d1(instr[REGBITS+10:11]), .y(ra3));
mux2 #(WIDTH) rw3_s(.s(memtoreg), .d0(aluout), .d1(data), .y(rw3));
flop #(WIDTH) rd1_ff(.clk(clk), .d_in(rd1), .d_out(rd1_lc)); 
flop #(WIDTH) rd2_ff(.clk(clk), .d_in(rd2), .d_out(rd2_lc));
mux2 #(WIDTH) srca_s(.s(alusrca), .d0(pc), .d1(rd1_lc), .y(srca));
mux4 #(WIDTH) srcb_s(.s(alusrcb), .d0(rd2_lc), .d1(1), .d2(imm), .d3(immx4), .y(srcb));
flop #(WIDTH) aluout_ff(.clk(clk), .d_in(aluresult), .d_out(aluout)); 
mux3 #(WIDTH) pcnext_s(.s(pcsrc), .d0(aluresult), .d1(aluout), .d2(immx4), .y(pcnext));
assign ra1 = instr[REGBITS+20:21];
assign ra2 = instr[REGBITS+15:16];
regfile #(WIDTH, REGBITS) regfile_unit(
    .clk(clk),
    .a1(ra1),
    .a2(ra2),
    .a3(ra3),
    .we3(regwrite),
    .wd3(rw3),
    .rd1(rd1),
    .rd2(rd2)
);
alu #(WIDTH) alu_unit(
    .ctl(alucontrol),
    .a(srca),
    .b(srcb),
    .zero(zero),
    .out(aluresult)
);
endmodule
module flop #(
    parameter                           WIDTH = 8                   
) (
    input                               clk                        ,
    input              [WIDTH-1:0]      d_in                       ,
    output reg         [WIDTH-1:0]      d_out                       
);
always @(posedge clk) d_out <= d_in;
endmodule
module flopen #(
    parameter                           WIDTH = 8                   
) (
    input                               clk                        ,
    input                               en                         ,
    input              [WIDTH-1:0]      d_in                       ,
    output reg         [WIDTH-1:0]      d_out                       
);
always @(posedge clk) begin
    if (en) d_out <= d_in;
end
endmodule
module flopenr #(
    parameter                           WIDTH = 8                   
) (
    input                               clk                        ,
    input                               reset                      ,
    input                               en                         ,
    input              [WIDTH-1:0]      d_in                       ,
    output reg         [WIDTH-1:0]      d_out                       
);
always @(posedge clk) begin
    if (reset) d_out <= 0;
    else if(en) d_out <= d_in;
end
endmodule
module mux2 #(
    parameter                           WIDTH = 8                   
) (
    input                               s                          ,
    input              [WIDTH-1:0]      d0                         ,
    input              [WIDTH-1:0]      d1                         ,
    output             [WIDTH-1:0]      y                           
);
assign y =     s? d1:d0;
endmodule
module mux3 #(
    parameter                           WIDTH = 8                   
) (
    input              [   1:0]         s                          ,
    input              [WIDTH-1:0]      d0                         ,
    input              [WIDTH-1:0]      d1                         ,
    input              [WIDTH-1:0]      d2                         ,
    output reg         [WIDTH-1:0]      y                           
);
always @(*) begin
    casez (s)
        2'b00: y = d0;
        2'b01: y = d1;
        2'b1?: y = d2;
    endcase
end
endmodule
module mux4 #(
    parameter                           WIDTH = 8                   
) (
    input              [   1:0]         s                          ,
    input              [WIDTH-1:0]      d0                         ,
    input              [WIDTH-1:0]      d1                         ,
    input              [WIDTH-1:0]      d2                         ,
    input              [WIDTH-1:0]      d3                         ,
    output reg         [WIDTH-1:0]      y                           
);
always @(*) begin
    case (s)
        2'b00: y = d0;
        2'b01: y = d1;
        2'b10: y = d2;
        2'b11: y = d3;
    endcase
end
endmodule
module regfile #(
    parameter                           WIDTH = 8                  ,
    parameter                           REGBITS = 3                 
) (
    input                               clk                        ,
    input              [REGBITS-1:0]    a1                         ,
    input              [REGBITS-1:0]    a2                         ,
    input              [REGBITS-1:0]    a3                         ,
    input                               we3                        ,
    input              [WIDTH-1:0]      wd3                        ,
    output             [WIDTH-1:0]      rd1                        ,
    output             [WIDTH-1:0]      rd2                         
);
reg [WIDTH-1:0] ram[2**REGBITS-1:0];
always @(posedge clk) begin
    if (we3) ram[a3] <= wd3;
end
assign rd1 = a1? ram[a1] : 0;
assign rd2 = a2? ram[a2] : 0;
endmodule
module alu #(
    parameter                           WIDTH = 8                   
) (
    input              [   2:0]         ctl                        ,
    input              [WIDTH-1:0]      a                          ,
    input              [WIDTH-1:0]      b                          ,
    output                              zero                       ,
    output             [WIDTH-1:0]      out                         
);
wire                   [WIDTH-1:0]      result_and                 ;
wire                   [WIDTH-1:0]      result_or                  ;
wire                   [WIDTH-1:0]      result_add                 ;
wire                                    result_carry               ;
wire                   [WIDTH-1:0]      result_slt                 ;
wire                   [WIDTH-1:0]      b_coninv                   ;
assign result_and = a & b;
assign result_or = a | b;
assign b_coninv = ctl[2]? ~b : b;
assign {result_carry, result_add} = a + b_coninv + ctl[2];
assign result_slt = result_carry ? 0 : 1;
mux4 #(WIDTH) alu_result(.s(ctl[1:0]), .d0(result_and), .d1(result_or), .d2(result_add), .d3(result_slt), .y(out));
assign  zero = (out == 0) ;
endmodule
module mips #(
    parameter                           WIDTH = 8                  ,
    parameter                           REGBITS = 3                 
) (
    input                               clk                        ,
    input                               reset                      ,
    input              [WIDTH-1:0]      memdata                    ,
    output                              memwrite                   ,
    output             [WIDTH-1:0]      addr                       ,
    output             [WIDTH-1:0]      writedata                   
);
wire                   [  31:0]         instr                      ;
wire                   [   5:0]         op, funct                  ;
wire                                    zero                       ;
wire                                    pcen, iord, regdst, memtoreg, regwrite, alusrca;
wire                   [   3:0]         irwrite                    ;
wire                   [   1:0]         alusrcb                    ;
wire                   [   2:0]         alucontrol                 ;
wire                   [   1:0]         pcsrc                      ;
assign op = instr[31:26];
assign funct = instr[5:0];
controller cont(clk, reset, op, funct, zero,
                pcen, pcsrc, iord, memwrite,
                irwrite, regdst, memtoreg, regwrite,
                alusrca, alusrcb, alucontrol );
datapath #(WIDTH, REGBITS) 
            dp(clk, reset, addr, writedata, memdata,
                instr, zero,
                pcen, pcsrc, iord,
                irwrite, regdst, memtoreg, regwrite,
                alusrca, alusrcb, alucontrol);
endmodule

==> summary.txt <==
Die area -> 24260 sq um
GRT Overall Usage -> 15.75%
Num CTS Buffers -> 17
Post-synth regs -> 146
FP Rows -> 55
Worst slew margin -> 43.44%
Avg Synthesized Cell Area -> 11.92 sq um
Core Util, Final -> 36.16%
Post-Syn Area -> 7093 sq um
Share of layout cells above drive strength 1 -> 16.75%
Most used cell, CP -> a21boi_0
Setup TNS after final layout -> 0 ns
Filler Cells Inserted -> 2192
Chip width -> 155.8 um
Initial antenna violation count -> 0
N_diodes -> 0
CTS tree -> yes
Yosys top cell by area -> edfxtp_1
List of most frequent post-synthesis cells -> 81 x edfxtp_1, 51 x nor2_1, 39 x nand2_1
Crit path cell chain -> mux2i_1, a21boi_0, a21oi_1, fa_1, nand3_1, a21boi_0, o31a_1, o32ai_1, nor4_1, a41oi_4, mux2_2
Initial Utilization -> 30.95%
Synth Instances -> 595
CP Class -> reg2reg
Routed length per instance -> 18.61 um
Pins Over Slew Limit -> 0
Largest net degree at the start of global routing -> 37
Pre-CTS setup slack -> 5.288 ns
OpenROAD warnings -> 25
CP required -> 9.53 ns
Async S/R FF share, synth -> 22.60%
Yosys stat cell total -> 595
Achievable clock frequency -> 253.1 MHz
Worst Reg-to-Reg Cells -> 11
Max-area cell share -> 34.29%
# clock sinks -> 146
Placed Cells -> 908
Number of global-route vias before repair -> 4872
DRT antenna net count -> 0
Drt drc -> 0
RD Place Congestion -> 0.9388
Worst path depth -> 11
Most used DFF post-synth -> edfxtp_1
GRT Residual Overflow -> 0
Vias per cell -> 5.191
Port bufs -> 26
Post-Layout Cell Count -> 940
Critical Path Max Stage Delay -> 0.61 ns
Core area -> 22920 sq um
Maximum vdd drop -> 0.0001430 V
Clock root cell -> clkbuf_16
Max stage delay cell, worst path -> dfrtp_1
Worst hold margin -> 0.3790 ns
Hold path depth -> 0
CP Launch Type -> register
Hold-fix buffers, CTS -> 0
Dpl hpwl -> 12710 um
EDFF count, synth -> 81
RSZ-0062 raised after global routing -> false
H-tree depth -> 4
Fin. Hold Viols -> 0
Via count -> 4880
Crit path arrival time -> 4.28 ns
I/O pin count -> 27
Power per cell area -> 171.9 nW/um^2
Total Wirelength -> 17500 um
Buf/Inv on CP -> 0
Count leader, synth -> edfxtp_1
Post-synthesis sequential area ratio -> 55.04%
Tmin final -> 3.951 ns
Cell variety after synth -> 67
CTS resizes -> 0
Crit end category -> register
Worst Skew -> 0.01657 ns
Crit path max fanout -> 10
CP delay by family, top -> AND-OR/OR-AND gates
Tightest Pin Transition -> 0.8395 ns
Crit share post-route -> 42.94%
Postcts setup bufs -> 0
Ys Warns -> 8
DIE HEIGHT -> 155.8 um
Synthesis area per yosys -> 7093 sq um
Status -> finished clean
Max cap viols -> 0
Iter 0 DRT Violations -> 406
Gate Area -> 2955 sq um
Leak -> 0.002995 uW
Setup Viol. Count Final -> 0
First-pass DRT Iterations -> 5
Worst-path clk slew -> 0.07 ns
First-pass GRT wire length -> 27610 um
Clock latency on the worst-skew pair -> 0.43 ns
Reg area -> 3904 sq um
Clock buffer depth -> 2
Hold/Removal Path Class -> reg2reg
Layout area overhead -> 16.81%
Top cells, area -> edfxtp_1 34%, dfrtp_1 10%, dfxtp_1 9.0%
PnR worst setup slack -> 5.249 ns
==> worst paths after layout <==
check                                     from                 to  slack (ns)
worst max register to register    cont.alusrca  dp.pc_ff.d_out[4]        5.25
worst max-delay path              cont.alusrca  dp.pc_ff.d_out[4]        5.25
min in group asynchronous                reset    cont.alusrcb[3]        2.23
worst min-delay path            cont.state[10]      cont.state[3]        0.38
worst min register to register  cont.state[10]      cont.state[3]        0.38
max in group asynchronous                reset      cont.state[0]        6.62
==> per-stage QoR <==
| step | total power [uW] | instance area, sq um |
|---|---|---|
| finish | 1424 | 8285 |
| floorplan | 727.8 | 7093 |
| CTS | 1439 | 8285 |
| detailed placement | 746.9 | 7661 |
| global route | 1467 | 8285 |
| global placement | 747.1 | 7661 |
==> registers in the layout (all words and copies together) (netlist names), 3 cells and up <==
register / flops
cont.state: 14
dp.rd2_ff.d_out: 8
dp.ir2_ff.d_out: 6
dp.pc_ff.d_out: 8
dp.ir3_ff.d_out: 6
dp.regfile_unit.ram: 58
cont.alusrcb: 3
dp.rd1_ff.d_out: 8
dp.aluout_ff.d_out: 8
dp.ir0_ff.d_out: 8
cont.irwrite: 4
dp.ir1_ff.d_out: 3
==> worst register-to-register path: cells and delay by family (launching register included) <==
family | cells | cell delay, ns
fa+ha+maj | 1 | 0.42
flops | 1 | 0.61
compound gates | 6 | 1.77
mux | 2 | 0.81
simple gates | 2 | 0.26
==> kinds of logic after synthesis <==
family,count (synthesis),synth area share (%)
mux,63,12.35
fa+ha+maj,15,2.505
compound gates,144,14.32
simple gates,159,11.38
flops,146,55.04
xor+xnor,9,1.111
buf+inv,59,3.299
==> where the power goes <==
| group | switching, uW | internal [uW] | total, uW |
|---|---|---|---|
| logic | 20.6 | 13.4 | 34.0 |
| clock network | 319 | 373 | 692 |
| registers | 5.07 | 693 | 698 |
| total | 345 | 1080 | 1420 |
==> layout make-up <==
class / count / area share [%]
flip-flops and latches: 146 / 47.12
inverters: 26 / 1.178
clock inverters: 15 / 2.401
multi-input cells: 390 / 35.67
well taps: 313 / 4.727
clock buffers: 17 / 5.134
repair buffers: 33 / 3.775
==> metal layers <==
| metal | vias to the layer above | share of wire, % | GRT usage, % |
|---|---|---|---|
| li1 | 2310 | - | - |
| met3 | 19 | 6.7 | 4.696 |
| met2 | 165 | 49 | 24.98 |
| met1 | 2386 | 43 | 22.43 |
| met4 | 0 | 1.8 | 2.848 |
| met5 | - | 0 | 0 |
==> placed cells by master (no fill, tap or decap), types with 9 or more instances in the layout <==
| cell type | count |
|---|---|
| nor2b_1 | 10 |
| o21ai_0 | 33 |
| mux4_2 | 16 |
| edfxtp_1 | 81 |
| clkbuf_16 | 17 |
| mux2_2 | 36 |
| dfrtp_1 | 29 |
| inv_1 | 25 |
| nor2_1 | 51 |
| a21oi_1 | 36 |
| clkdlybuf4s50_1 | 26 |
| a221oi_1 | 17 |
| xnor2_1 | 9 |
| dfxtp_1 | 32 |
| mux2i_1 | 11 |
| nor3_1 | 13 |
| nand2_1 | 39 |
Power and IR drop assume default switching activity.
